### design/flow/run.sh
#!/bin/bash
# OpenROAD 26Q1-2900-gdf79404cd8, Yosys 0.63+post, stock flow scripts
make -C /OpenROAD-flow-scripts/flow DESIGN_CONFIG=/design/flow/config.mk WORK_HOME=/design/flow/orfs finish
### design/flow/config.mk
export PLATFORM = sky130hd
export DESIGN_NAME = MUX4
export DESIGN_NICKNAME = MUX4
export VERILOG_FILES = /design/flow/design.v
export SDC_FILE = /design/flow/constraint.sdc
export NUM_CORES = 4
export LEC_CHECK = 1
export CORE_AREA = 10 10 70 70
export DIE_AREA = 0 0 80 80
### design/flow/constraint.sdc
current_design MUX4

set clk_period 1.5
set clk_io_pct 0.2

create_clock -name clk0 -period $clk_period

set non_clock_inputs [all_inputs -no_clocks]
set_input_delay [expr $clk_period * $clk_io_pct] -clock clk0 $non_clock_inputs
set_output_delay [expr $clk_period * $clk_io_pct] -clock clk0 [all_outputs]
### design/flow/design.v
module DMemory_IO(
		rdata,   
		io_display,	 
		clock,   
		addr,    
		wdata,   
		write,   
		read,    
		io_sw0,  
		io_sw1   
		);
output [15:0] rdata;
output [6:0] io_display;
input clock;
input [15:0] addr;
input [15:0] wdata;
input write;
input read;
input io_sw0;
input io_sw1;
reg [15:0] memcell[0:127];  
reg [15:0] rdata;
wire [15:0] mem_rdata;  
wire [15:0] io_rdata;   
reg [6:0] io_display;  
assign mem_rdata = memcell[addr[7:1]];  
assign io_rdata = {14'd0,io_sw1,io_sw0};
always @(addr or mem_rdata or io_rdata or read)
	begin
	if (read == 0) rdata = 0;
	else  
		begin
		if (addr >= 0 && addr < 256) 	rdata = mem_rdata; 
		else if (addr == 16'hfff0) 		rdata = io_rdata;
		else rdata = 0;  
		end
	end
always @(posedge clock)
	if (write == 1 && addr == 16'hfffa) 
         io_display <= wdata[6:0];
always @(posedge clock)
	if (write == 1 && addr[15:8] == 0) memcell[addr[7:1]] <= wdata;
endmodule
module RegFile(
	rdata1,   
	rdata2,   
	clock,		
	wdata,    
	waddr,    
	raddr1,   
	raddr2,   
	write     
	);			
output [15:0] rdata1, rdata2; 	
input clock;
input [15:0] wdata; 			
input [2:0] raddr1, raddr2; 	
input [2:0] waddr; 			
input write;					
reg [15:0] rdata1, rdata2;
reg [15:0] regcell[0:7];		 
always @(negedge clock) if (write==1) regcell[waddr]<=wdata;     
always @(raddr1 or regcell[raddr1]) 
	if (raddr1 == 7) 	rdata1 = 0;
	else 				rdata1 = regcell[raddr1];
always @(raddr2 or regcell[raddr2]) 
	if (raddr2 == 7) 	rdata2 = 0;
	else 				rdata2 = regcell[raddr2];
endmodule
module ALU(
	result,       
	zero_result,  
	indata0,      
	indata1,      
	select        
	);		
output [15:0] result;
output zero_result;
input [15:0] indata0, indata1;
input [2:0] select;
reg [15:0] result;
reg zero_result;
always @(indata0 or indata1 or select)
	case(select)
	0: result = indata0 + indata1;
	1: result = indata0 - indata1;
	2: result = indata1;
	3: result = indata0 | indata1;
	4: result = indata0 & indata1;
	default: result = 0;
	endcase
always @(result)  
	if (result == 0) 	zero_result = 1;
	else 			  	zero_result = 0;
endmodule
module MUX2(
	result,    
	indata0,   
	indata1,   
	select     
	);	
output [15:0] result;
input [15:0] indata0, indata1;
input select;
reg [15:0] result;
always @(indata0 or indata1 or select)
	case(select)
	0: result = indata0;
	1: result = indata1;
	endcase
endmodule
module MUX4(
	result,   
	indata0,  
	indata1,  
	indata2,  
	indata3,  
	select    
	);	
output [15:0] result;
input [15:0] indata0, indata1, indata2, indata3;
input [1:0] select;
reg [15:0] result;
always @(indata0 or indata1 or indata2 or indata3 or select)
	case(select)
	0: result = indata0;
	1: result = indata1;
	2: result = indata2;
	3: result = indata3;
	endcase
endmodule
==> Changelog: implementation <==
## Implementation

- Count leader, synth: mux4_2
- Status: complete, no violations
- Remaining DRCs: 0
- Fin util: around a third
- Hold Fails Final Rpt: 0
- DIE HEIGHT: 80 um
- Die Area: approximately 0.0064 sq mm
- Total track usage: 8.44%
- Sequential fraction of the synthesis area: 0%
- Syn Std Cell Area: 424 sq um
- WHS Endpoint: result[3]
- Remaining Overflow, GRT: 0
- Largest net degree at the start of global routing: 9
- Yosys Instances: 20
- Global-route wire length before repair: about 4.3 mm
- Drt pass-1 iters: 2
- Leakage: 0.558 nW
- Hold path cells: 3
- Max-slew headroom: 89.0%
- Final Max Tran Viols: 0
- Clkbuf count: 0
- Vias per cell: 4.04
- Share of the synthesized area in the top cell type: 53.1%
- Top cells by count, synth: mux4_2, mux4_1, buf_2, buf_12, buf_6
- Post-Syn Instances: 20
- Flip-flops: 0
- Worst Hold Launch: indata2[3]
- Initial antenna violation count: 1
- Row Count: 21
- Total negative slack: 0 ns
- I/O pin cnt: 82
- Synth warn: 1
- Routed Wire Length: 2.72 mm
- Core Util at FP: 12.4%
- HPWL after DPL: 2.31 mm
- Fmax: 682 MHz
- Cycle use final: 97.7%
- Yosys Chip Area: 424 sq um
- P&R area growth vs syn: 179%
- Critical setup path kind: input port to primary output
- WHS: 1.08 ns
- Vias in the first global route: around 760
- Post-DRT Antenna Nets: 0
- Crit-path max FO: 8
- Logic area: roughly 360 sq um
- Worst VDD drop: 0.0969 mV
- DR WL/cell: ~18 um
- Cell area leaders: mux4_2, mux4_1, buf_12
- Tool warnings: 33
- Fillcell total: ~380
- Setup violators final: 0
- Post-CTS Setup Bufs: 0
- Yosys top cell by area: mux4_2
- Tmin final: 1.47 ns
- CP required: 1.20 ns
- Share of layout cells above drive strength 1: between 30% and 40%
- Via count: roughly 600
- Startpoint types: input port
- Worst hold-check path type: input port to primary output
- Worst Tran Pin Value: 0.165 ns
- PortBufs: ~80
- Initial drt markers: 8
- Total core area: 0.00342 sq mm
- Routability-driven placement congestion ratio: 0.805
- Data arrival, critical path: 1.17 ns
- Pwr dens: 235 mW/mm^2
- Worst setup EP type: primary output
- Average cell area after synthesis: 21.2 sq um
- RSZ-0062 raised after global routing: yes
- Die X-Extent: ~80 um
- Sequential cell area: 0 sq um
- Max-cap violations: 0
- Netlist cell types: 5
critical path, cell delays in order:
cell and delay [ns]:
buf_8 0.09, buf_12 0.14, mux4_2 0.50, buf_2 0.13
cell type report:
cell class / count / area share (%)
Antenna cell: 1 / 0.212
Multi-Input combinational cell: 16 / 30.5
Tap cell: 46 / 4.87
Timing Repair Buffer: 86 / 64.4
routing by layer:
layer  GRT usage [%]  wire length (um)
met5               0                 0
met4               0                 0
met3            5.34               476
met2            12.3              1080
met1            11.0              1170
per-stage QoR:
stage               cells  cell area, sq um  power, mW  worst slack (ns)
CTS                   148              1180      0.283           0.00632
floorplan              20               424     0.0900             0.188
global route          149              1180      0.306          -0.00585
global placement      146              1300      0.357            -0.791
detailed placement    146              1300      0.359            -0.800
finish                149              1180      0.278            0.0339
power breakdown:
group | switching (mW) | internal (mW) | leakage [nW]
combinational | 0.0694 | 0.208 | 0.558
sequential | 0 | 0 | 0
clock | 0 | 0.0000000892 | 0.00000634
total | 0.0694 | 0.208 | 0.558
cell families (layout without fill, tap and decap cells):
group | Yosys count | in the layout | share of synthesized area [%]
buf+inv | 4 | 86 | 9.73
mux | 16 | 16 | 90.3
other cells | 0 | 1 | 0
worst max path at each step:
stage | startpoint | to | slack (ns) | cells past startpoint
4_1_cts | select[0] | result[10] | 0.006 | 4
5_1_grt | select[0] | result[10] | -0.006 | 4
6_report | select[0] | result[10] | 0.03 | 4
what timing repair did:
action	4_1_cts	5_1_grt
endpoints found under the setup margin	16	9
gates cloned	2	0
hold buffers	0	0
resized	130	1
cells in the final DEF, fill, tap and decap left out, drive strengths merged:
master	instances
diode	1
clkdlybuf4s15	1
buf	21
dlygate4sd2	64
mux4	16
Power figures rest on the tool's default switching activity, not on a simulated workload.
