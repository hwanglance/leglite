==> flow/design.v <==
module IM(idata,iaddr);
output [16:0] idata;
input  [15:0] iaddr;
reg    [16:0] idata;
always @(iaddr[5:1])
  case(iaddr[5:1])
	0: idata={4'd6,3'd0,3'd2,7'd1};        
	1: idata={4'd6,3'd0,3'd3,7'b1110000};  
	2: idata={4'd6,3'd0,3'd4,7'd16};       
	3: idata={4'd6,3'd0,3'd5,7'b1111110};  
	4: idata={4'd4,3'd4,3'd5,7'd6};        
	5: idata={4'd6,3'd0,3'd5,7'b0110000};  
	6: idata={4'd4,3'd4,3'd5,7'd8};        
	7: idata={4'd3,3'd3,3'd5,7'd0};        
	8: idata={4'd7,3'd5,3'd5,7'd1};   
	9: idata={4'd5,3'd5,3'd0,7'd2};        
	10: idata={4'd3,3'd4,3'd5,7'd8};       
	11: idata={4'd8,13'd13};               
	12: idata={4'd3,3'd4,3'd5,7'd6};       
	13: idata={4'd4,3'd3,3'd5,7'd10};      
	14: idata={4'd8,13'd7};                
    default: idata=0;
  endcase
endmodule
==> flow/run.sh <==
#!/bin/bash
# OpenROAD 26Q1-2900-gdf79404cd8, Yosys 0.63+post, stock flow scripts
make -C /OpenROAD-flow-scripts/flow DESIGN_CONFIG=/design/flow/config.mk WORK_HOME=/design/flow/orfs finish
==> flow/config.mk <==
export PLATFORM = sky130hd
export DESIGN_NAME = IM
export DESIGN_NICKNAME = IM
export VERILOG_FILES = /design/flow/design.v
export SDC_FILE = /design/flow/constraint.sdc
export NUM_CORES = 4
export LEC_CHECK = 1
export CORE_AREA = 10 10 70 70
export DIE_AREA = 0 0 80 80
==> flow/constraint.sdc <==
current_design IM

set clk_period 1.0
set clk_io_pct 0.2

create_clock -name clk0 -period $clk_period

set non_clock_inputs [all_inputs -no_clocks]
set_input_delay [expr $clk_period * $clk_io_pct] -clock clk0 $non_clock_inputs
set_output_delay [expr $clk_period * $clk_io_pct] -clock clk0 [all_outputs]
==> results.py <==
# Auto-generated metrics
metrics = {
    "final_layout": {
        "regArea_um2": 0,
        "final_cell_mix": "buf_4 (17), buf_2 (15), buf_6 (13)",
        "syn2layout_area_growth_pct": 154,
        "final_util_pct": 33.5,
        "fin_area_um2": 1140,
        "ff_count": 0,
        "lay_top_count": "buf_4",
        "finalNonFillerCells": 152,
        "n_clock_buffer": 0,
        "drive_above_1_share_pct": 85.8,
        "fill_cells": 341,
    },
    "route": {
        "ant_nets": 0,
        "dr.pass1.iters": 4,
        "n_antenna_cell": 0,
        "num_vias": 664,
        "post_drt_wl_per_cell_um": 14.0,
        "drc": 0,
        "wl_mm": 2.12,
        "drt-initial-drc-count": 30,
        "avgViaCountPerCell": 4.37,
    },
    "synth": {
        "ys_chip_area_um2": 450,
        "area_leaders": "ha_1 (14%), mux2i_1 (11%), a21oi_1 (7.8%)",
        "yosys.area.top_type": "ha_1",
        "synth_area_um2": 450,
        "yosys_warnings": 1,
        "ys_seq_share_pct": 0,
        "syn-instance-count": 62,
        "ys_cells": 62,
        "avgSynthCellArea_um2": 7.27,
        "synth_cell_types": 29,
        "top_cell_area_share_pct": 13.9,
    },
    "floorplan": {
        "dieWidth_um": 80,
        "coreArea_um2": 3420,
        "die_y_um": 80,
        "pin_count": 33,
        "fp_util_pct": 13.2,
        "dieArea_um2": 6400,
        "rows": 21,
    },
    "sta": {
        "worst_slew_pin_slew_ns": 0.216,
        "setup_viol_count_final": 17,
        "fmax_ghz": 0.676,
        "fin_crit_sh_pct": 148,
        "slew_headroom_pct": 85.5,
        "worst_slack_ns": -0.479,
        "finalHoldViolCount": 0,
        "timing.hold.ws_ns": 0.788,
        "period_needed_ns": 1.48,
        "drv_slew": 0,
        "grt_setup_unrepaired": "yes",
    },
    "cts": {
        "holdBufCountCts": 0,
    },
    "placed_design": {
        "place_inst": 141,
        "place_congestion": 0.834,
        "dp_hpwl_mm": 1.39,
        "pre_cts_slack_ns": -1.27,
        "dpl-instance-area_um2": 871,
        "place.port_buffers": 22,
    },
    "critical_path": {
        "critical_path.max_fanout": 4,
        "cp-end-kind": "output pin",
        "slowest_delay_ns": 0.46,
        "worstPathArrival_ns": 1.28,
        "crit_type": "in2out",
        "path_cells": "buf_8, buf_6, ha_4, mux4_2, nor2b_4, buf_2",
        "cp_slowest_cell": "mux4_2",
        "worstSetupStartpoint": "iaddr[1]",
        "worst-path-buf-inv": 3,
        "path_delay_family": "multiplexers",
        "cp-start-kind": "primary input",
        "cp_data_required_time_ns": 0.80,
    },
    "worst_hold_path": {
        "hold_depth": 4,
        "holdCritPathClass": "in2out",
        "hp-start": "iaddr[5]",
        "hold_end": "idata[10]",
    },
    "outcome": {
        "status": "complete, but fails checks",
        "violations": "negative setup slack",
    },
    "power": {
        "vdd_ir_drop_max_uv": 175,
        "leakagePower_uw": 0.000465,
        "pwr_density_cell_nw_per_um2": 411,
    },
    "flow_run": {
        "maxCapViolations": 0,
        "warnings": 50,
    },
    "global_routing": {
        "overflow": 0,
        "track_usage_pct": 6.16,
        "grt_max_degree": 11,
        "antenna_found_initial": 0,
        "grt_pass1_vias": 687,
        "grt_pass1_wl_mm": 3.31,
    },
}
-- cell usage after synthesis --
master,instances
nor2b_1,1
clkinv_1,1
or4_1,1
o211ai_1,1
nand3_1,3
a311oi_1,2
nor2_1,3
o31ai_1,2
nand2_1,1
nand2b_1,1
ha_1,5
a211oi_1,4
or2b_1,1
mux2i_1,5
clkbuf_2,1
clkbuf_1,1
nor4_1,2
nor3_1,4
buf_4,1
or3_1,1
mux4_2,1
a21oi_1,7
inv_1,3
and2_1,1
o21ai_0,2
buf_2,2
nor2b_4,1
xor2_1,1
buf_6,3
-- per-stage QoR --
stage	setup TNS, ns	total power [uW]
2_1_floorplan	-0.713	166
3_3_place_gp	-19.32	329
3_5_place_dp	-19.39	332
4_1_cts	-5.55	405
5_1_grt	-5.88	504
6_report	-5.13	470
-- logic make-up (layout without fill, tap and decap cells) --
family	count (synthesis)	after routing	share of synthesized area, %
buf+inv	12	56	16.7
simple gates	20	20	25.8
xor+xnor	1	1	1.94
compound gates	18	18	25.6
fa+ha+maj	5	5	13.9
mux	6	6	16.1
-- what timing repair did --
item | 4_1_cts | 5_1_grt
endpoints found under the hold margin | 0 | 0
gates resized | 119 | 29
endpoints found under the setup margin | 17 | 17
gates cloned | 1 | 0
pin swaps | 19 | 8
buffers inserted | 9 | 5
-- power by group --
group | total (uW) | switching [uW] | internal (uW) | leakage, uW
Sequential | 0 | 0 | 0 | 0
Combinational | 470 | 214 | 256 | 0.000465
Clock | 0 | 0 | 0 | 0
-- layer usage --
layer  share of wire [%]  track usage [%]
met1                  48             8.78
met2                  44             9.39
met3                 7.4             1.59
met4                0.71            0.528
met5                   0                0
-- worst max-delay path by stage --
| stage | end | slack, ns | cells after the start |
|---|---|---|---|
| finish | idata[3] | -0.48 | 6 |
| CTS | idata[3] | -0.47 | 6 |
| global route | idata[3] | -0.50 | 6 |
-- final cells by class --
class / instances / area (um^2) / share of cell area [%]
inverter: 4 / 27.5 / 2.40
multi-input combinational: 50 / 616 / 53.8
tap: 46 / 57.6 / 5.03
timing repair buffer: 52 / 444 / 38.8
Power and IR drop assume default switching activity.
